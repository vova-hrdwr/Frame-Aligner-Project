**flow/config.mk**
```make
export PLATFORM = sky130hd
export DESIGN_NAME = frame_aligner
export DESIGN_NICKNAME = frame_aligner
export VERILOG_FILES = /design/flow/design.v
export SDC_FILE = /design/flow/constraint.sdc
export NUM_CORES = 4
export LEC_CHECK = 1
export CORE_UTILIZATION = 30
```
**flow/constraint.sdc**
```tcl
current_design frame_aligner

set clk_period 4.9
set clk_io_pct 0.2

create_clock -name clk0 -period $clk_period [get_ports {clk}]

set non_clock_inputs [all_inputs -no_clocks]
set_input_delay [expr $clk_period * $clk_io_pct] -clock clk0 $non_clock_inputs
set_output_delay [expr $clk_period * $clk_io_pct] -clock clk0 [all_outputs]
```
**flow/design.v**
```verilog
module frame_aligner(clk, rx_data , reset , fr_byte_position , frame_detect) ;
   output [3:0]  fr_byte_position;  
   output frame_detect;             
   input  clk;
   input  [7:0] rx_data;
   input  reset;
   reg [3:0] fr_byte_position;
   reg [1:0] legal_frame_counter;
   reg [5:0] na_byte_counter;
   reg 	     frame_detect;
   reg [7:0] header_lsb_samp;
   reg 	     fr_byte_position_rst;
   reg 	     na_byte_count_inc, na_byte_count_rst;
   reg 	     legal_frame_counter_rst , legal_frame_counter_inc;
   typedef enum reg [1:0] {FR_IDLE = 2'b00,
			   FR_HLSB = 2'b01,
			   FR_HMSB = 2'b10,
			   FR_DATA = 2'b11
			   } frame_aligner_state_e;
   frame_aligner_state_e current_state , next_state;
   wire   header_msb_valid , header_lsb_valid;
   always @ (posedge clk or  posedge reset)
     begin
	if (reset)
	  current_state <= FR_IDLE;
	else
	  current_state <= next_state;
     end
   always @ (*)
     begin
	fr_byte_position_rst = 1'b0;
	na_byte_count_inc = 1'b0;
	na_byte_count_rst = 1'b0;
	legal_frame_counter_rst = 1'b0;
	legal_frame_counter_inc = 1'b0;
	case(current_state)
	  FR_IDLE:
	    begin
	       if(header_lsb_valid)
		 begin
		    fr_byte_position_rst = 1'b1;
		    na_byte_count_inc = 1'b1;
		    next_state = FR_HLSB;
		 end
	       else
		 begin
		    legal_frame_counter_rst = 1'b1;
		    fr_byte_position_rst = 1'b1;
		    na_byte_count_inc = 1'b1;
		    next_state = FR_IDLE;
		 end
	    end
	  FR_HLSB:
	    begin
	       if(header_msb_valid)
		 begin
		    legal_frame_counter_inc = 1'b1;
		    next_state = FR_HMSB;
		 end
	       else
		 begin
		    legal_frame_counter_rst = 1'b1;
		    na_byte_count_inc = 1'b1;
		    next_state = FR_IDLE;
		 end
	    end
	  FR_HMSB:
	    begin
	       next_state = FR_DATA;
	    end
	  FR_DATA:
	    begin
	       if(fr_byte_position == 8'd10)
		 begin
		    na_byte_count_rst = 1'b1;
		    next_state = FR_IDLE;
		 end
	       else
		 next_state = FR_DATA;
	    end
	endcase
     end
   assign header_lsb_valid = (rx_data == 8'haa) || (rx_data == 8'h55);
     always @ (posedge clk or  posedge reset)
       begin
	  if (reset)
	    header_lsb_samp <= 8'h0; 
	  else if (header_lsb_valid)
	    header_lsb_samp <= rx_data;
       end
   wire [7:0] expected_header_msb = (header_lsb_samp == 8'haa) ? 8'haf : ( (header_lsb_samp == 8'h55) ? 8'hba : 8'h00);  
   assign header_msb_valid = (expected_header_msb == rx_data);
   always @ (posedge clk or  posedge reset)
     begin
	if (reset)
	  fr_byte_position <= 4'h0;
	else if (fr_byte_position_rst)
	  fr_byte_position <= 4'h0;
	else
	  fr_byte_position <= fr_byte_position + 1'b1;
     end
   always @ (posedge clk or  posedge reset)
     begin
	if (reset)
	  legal_frame_counter <= 2'h0;
	else if (legal_frame_counter_rst)
	  legal_frame_counter <= 2'h0;
	else if (legal_frame_counter_inc)
	  legal_frame_counter <= legal_frame_counter + 1'b1 ;
     end
     always @ (posedge clk or  posedge reset)
       begin
	  if (reset) 
	    na_byte_counter <= 6'h0;
	  else if (na_byte_count_rst)
	    na_byte_counter <= 6'h0;
	  else if (na_byte_count_inc)
	    na_byte_counter <= na_byte_counter + 1'b1;
       end
   always @ (posedge clk or  posedge reset)
     begin
	if (reset)
	  frame_detect <= 1'b0;
	else if(legal_frame_counter == 2'h3)
	  frame_detect <= 1'b1;
	else if(na_byte_counter == 6'd47)
	  frame_detect <= 1'b0;
     end
endmodule
```
**flow/run.sh**
```bash
#!/bin/bash
# OpenROAD 26Q1-2900-gdf79404cd8, Yosys 0.63+post, stock flow scripts
make -C /OpenROAD-flow-scripts/flow DESIGN_CONFIG=/design/flow/config.mk WORK_HOME=/design/flow/orfs finish
```
==> CHANGELOG.md <==
### Changed

- Post-CTS Setup Repair Bufs: 0
- Vias in the first global route: 823
- Crit-path max FO: 10
- Req. time, crit path: 5.04 ns
- Clock Skew: 0.00575 ns
- Worst min path class: flop to flop
- P&R area growth vs syn: 21.7%
- Pre-CTS WS: 1.49 ns
- Max Freq: 319 MHz
- Most frequent logic cell in the layout: dfrtp_1
- Std-Cell Rows: 22
- Top Family by Delay on Critical Path: AND-OR/OR-AND gates
- Top-area cell share: 48.8%
- Area after DPL: 1450 um^2
- Final Critical Period: 3.14 ns
- Vias per cell: 4.88
- Clock sink total: 25
- Die Wd: 66.1 um
- Overflow after GRT: 0
- Clock slew at reported path FFs: 0.09 ns
- Final GP Congestion: 0.774
- Lkg Pwr: 0.666 nW
- Via count: 897
- Number of I/O port buffers: 14
- Initial antenna violation count: 0
- Slew margin rel.: 61.5%
- Synth area leader: dfrtp_1
- Total track usage: 10.8%
- DRC: 0
- Pwr Density: 250 nW/um^2
- # hold bufs at CTS: 0
- Setup WS post-layout: 1.76 ns
- RSZ-0062 raised after global routing: no
- Endpoints failing hold: 0
- Final ANT Viol Nets: 0
- Die Area: 4360 um^2
- Yosys cell count: 116
- WL/cell: 11.3 um
- Synth Instances: 116
- Clock Path Buffers: 2
- Clock tree from TritonCTS: done
- Fin crit share: 64.0%
- Sequential area share after synthesis: 50.9%
- Final setup vio count: 0
- Yosys cell types: 36
- Number of H-tree levels: 1
- Largest net degree at the start of global routing: 26
- Max-slew violation count: 0
- Cts repair resizes: 0
- Post-synth EDFFs: 0
- Async S/R FF share, synth: 100%
- Peak supply drop: 0.112 mV
- Antenna diode count: 0
- Setup crit start kind: input pin
- Wirelength, routed: 2080 um
- Least-Margin Pin Slew: 0.573 ns
- Total number of yosys warnings: 1
- Yosys synthesis chip area: 1230 um^2
- Buf/Inv on CP: 1
- Top Layout Cells: 24 x dfrtp_1, 14 x clkdlybuf4s50_1, 12 x nor2_1, 8 x inv_1
- Count of tool warnings: 26
- Ys flops: 25
- Layout cell share with drive strength beyond 1: 18.4%
- Max Cap Violations: 0
- Setup TNS: 0 ns
- Crit path DAT: 3.28 ns
- CTS buffer count: 3
- CP cell instances: clkdlybuf4s50_1, or4_4, a211oi_2, nand2_1, a311o_2, a21oi_4, mux2i_1, nor2_1
- Core area: 3800 um^2
- Post-detail-place hpwl: 1530 um
- Clock insertion delay at the later pin of the skew report: 0.27 ns
- Die Ht: 66.1 um
- Crit path largest cell delay: 0.56 ns
- Status: finished clean
- Drt pass-1 iters: 4
- Synthesized cell area: 1230 um^2
- Starting DRC count in detailed routing: 26
- First-pass GRT wire length: 3620 um
- Biggest area cells: dfrtp_1 49%, and4bb_2 4.1%, ha_1 4.1%, a21o_1 3.7%, nor2_1 3.7%
- Final Cell Area: 1500 um^2
- Syn_area_per_cell: 10.6 um^2
- Floorplan core density: 32.4%
- Top Ports: 15
- CP max-delay cell: or4_4
- Crit. End Element: flop
- CP Class: input pin to flop
- Dominant flop cell: dfrtp_1
- Root Driver: clkbuf_8
cell usage after synthesis (2+ instances only):
| cell | number |
|---|---|
| nor2_1 | 12 |
| nand3_1 | 3 |
| nand4b_1 | 2 |
| inv_1 | 8 |
| mux2i_1 | 3 |
| dfrtp_1 | 24 |
| nor3_1 | 3 |
| xor2_1 | 2 |
| nand2_1 | 7 |
| o21ai_0 | 6 |
| or3_2 | 4 |
| a21o_1 | 6 |
| ha_1 | 4 |
| a21oi_1 | 7 |
| and4bb_2 | 4 |
area by class of cell:
class,instances,area [um^2]
fillers,356,2300
flip-flops and latches,25,627
clock inverters,1,7.51
clock buffers,3,41.3
repair buffers,17,163
well taps,48,60.1
multi-input cells,82,571
inverters,8,30.0
state kept, by name, indices dropped and copies added (netlist names):
signal / cells
legal_frame_counter: 2
fr_byte_position: 4
na_byte_counter: 6
frame_detect: 1
header_lsb_samp: 8
current_state: 4
routing by layer:
layer | global-route usage [%] | routed length [um] | vias up | part of all wire, %
li1 | - | - | 460 | -
met1 | 17.8 | 1080 | 431 | 52
met2 | 15.7 | 941 | 4 | 45
met3 | 1.40 | 28 | 2 | 1.3
met4 | 1.86 | 30 | 0 | 1.4
met5 | 0 | 0 | - | 0
logic make-up after synthesis:
logic type | share of synthesized area [%]
simple gates | 22.2
compound gates | 15.5
flops | 50.9
buf+inv | 2.74
fa+ha+maj | 4.07
xor+xnor | 2.13
mux | 2.44
stage by stage:
step | hold slack (ns) | power [W] | util [%] | cells
finish | 0.484 | 0.000375 | 39.5 | 184
global route | 0.510 | 0.000398 | 39.5 | 184
CTS | 0.492 | 0.000384 | 39.5 | 184
detailed placement | 0.472 | 0.000258 | 38.2 | 180
global placement | 0.463 | 0.000257 | 38.2 | 180
floorplan | 0.425 | 0.000243 | - | 116
report_power, final:
| part | internal [W] | switching [W] |
|---|---|---|
| Clock | 0.0000575 | 0.0000637 |
| Combinational | 0.0000187 | 0.0000147 |
| Sequential | 0.000215 | 0.00000556 |
worst paths after layout:
check | slack (ns) | depth (start not counted) | to | startpoint
setup / recovery | 1.76 | 8 | na_byte_counter[1] | rx_data[7]
hold / removal | 0.48 | 1 | frame_detect | frame_detect
setup reg to reg | 2.71 | 7 | na_byte_counter[5] | header_lsb_samp[6]
hold reg to reg | 0.48 | 1 | frame_detect | frame_detect
max in group asynchronous | 3.55 | 3 | current_state[0] | reset
min in group asynchronous | 1.06 | 3 | na_byte_counter[4] | reset
Power figures rest on the tool's default switching activity, not on a simulated workload.
